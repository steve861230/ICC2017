$ cat flow/design.v
module DT(
	input 			clk, 
	input			reset,
	output	reg		done ,
	output	reg		sti_rd ,
	output	reg 	[9:0]	sti_addr ,
	input		[15:0]	sti_di,
	output	reg		res_wr ,
	output	reg		res_rd ,
	output	reg 	[13:0]	res_addr ,
	output	reg 	[7:0]	res_do,
	input		[7:0]	res_di
	);
reg [3:0] counter_sti_index;
reg [13:0] counter_res;
reg [7:0] addr_point;
reg [1:0] counter_load;
reg [2:0] cur_st, nxt_st;
parameter IDLE = 3'd0,
			READY = 3'd1,
			CHECK_FWP = 3'd2,
			LOAD_FWP = 3'd3,
			FWPASS_FINISH = 3'd4,
			CHECK_BCP = 3'd5,
			LOAD_BCP = 3'd6,
			DONE = 3'd7;
always@(posedge clk or negedge reset)
if(~reset)
	cur_st <= IDLE;
else
	cur_st <= nxt_st;
always@(*)
begin
case(cur_st)
	IDLE : nxt_st = READY;
	READY : nxt_st = CHECK_FWP;
	CHECK_FWP : nxt_st = (counter_res==14'd16255)? FWPASS_FINISH : (sti_di[~counter_sti_index])? LOAD_FWP : CHECK_FWP;
	LOAD_FWP : nxt_st = (counter_load==2'd3)? CHECK_FWP : (res_di==0)? CHECK_FWP : LOAD_FWP;
	FWPASS_FINISH : nxt_st = CHECK_BCP;
	CHECK_BCP : nxt_st = (counter_res==14'd8)? DONE : (sti_di[counter_sti_index])? LOAD_BCP : CHECK_BCP;
	LOAD_BCP : nxt_st = (counter_load==2'd0)? CHECK_BCP : (res_di==0)? CHECK_BCP : LOAD_BCP;
	default : nxt_st = DONE;
endcase
end
always@(*)
if(cur_st==IDLE)
	sti_rd = 0;
else
	sti_rd = 1;
always@(posedge clk or negedge reset)
if(~reset)
	sti_addr <= 10'd8;
else if(counter_sti_index==4'd15)
	begin
	if(nxt_st==CHECK_FWP)
		sti_addr <= sti_addr + 1;
	else if(nxt_st==CHECK_BCP)
		sti_addr <= sti_addr - 1;
	end
always@(posedge clk or negedge reset)
if(~reset)
	counter_sti_index <= 4'd0;
else if((nxt_st==CHECK_FWP)||(nxt_st==FWPASS_FINISH)||(nxt_st==CHECK_BCP))
	counter_sti_index <= counter_sti_index + 1;
always@(posedge clk or negedge reset)
if(~reset)
	counter_res <= 14'd128;
else if(nxt_st==CHECK_FWP)
	counter_res <= counter_res + 1;
else if(nxt_st==CHECK_BCP)
	counter_res <= counter_res - 1;
always@(*)
if(cur_st==IDLE || cur_st==LOAD_FWP || cur_st==LOAD_BCP)
	res_rd = 1;
else
	res_rd = 0;
always@(*)
if(cur_st==CHECK_FWP || cur_st==CHECK_BCP)
	res_wr = 1;
else
	res_wr = 0;
always@(posedge clk or negedge reset)
if(~reset)
	res_addr <= 0;
else if(nxt_st==LOAD_FWP)
	res_addr <= counter_res - addr_point;
else if(nxt_st==LOAD_BCP)
	res_addr <= counter_res + addr_point;
else
	res_addr <= counter_res;
always@(*)
begin
case(counter_load)
	2'd0 : addr_point = 8'd129;
	2'd1 : addr_point = 8'd128;
	2'd2 : addr_point = 8'd127;
default : addr_point = 8'd0;
endcase
end	
always@(posedge clk or negedge reset)
if(~reset)
	counter_load <= 0;
else if(nxt_st==CHECK_FWP || nxt_st==CHECK_BCP)
	counter_load <= 0;
else if(nxt_st==LOAD_FWP || nxt_st==LOAD_BCP)
	counter_load <= counter_load+1;
always@(posedge clk or negedge reset)
if(~reset)
	res_do <= 0;
else if(cur_st==LOAD_FWP)
begin
	if(counter_load==2'd3 || res_di==0)begin
		if(res_di<res_do)
			res_do <= res_di+1;
		else
			res_do <= res_do+1;
	end
	else if(res_di<res_do)
	res_do <= res_di;
end
else if(cur_st==LOAD_BCP)
begin
	if(res_di==0)
	res_do <= 1;
	else if(counter_load==2'd0)begin
		if(res_di<=res_do)
			res_do <= res_di;
		else
			res_do <= res_do+1;
	end
	else if(res_di<=res_do)
	res_do <= res_di;
end
else if((cur_st==CHECK_FWP && nxt_st==CHECK_FWP) || (cur_st==CHECK_BCP && nxt_st==CHECK_BCP))
	res_do <= 0;
always@(posedge clk or negedge reset)
if(~reset)
	done <= 0;
else if(cur_st==DONE)
	done <= 1;
else
	done <= 0;
endmodule
$ cat flow/run.sh
#!/bin/bash
# OpenROAD 26Q1-2900-gdf79404cd8, Yosys 0.63+post, stock flow scripts
make -C /OpenROAD-flow-scripts/flow DESIGN_CONFIG=/design/flow/config.mk WORK_HOME=/design/flow/orfs finish
$ cat flow/config.mk
export PLATFORM = sky130hd
export DESIGN_NAME = DT
export DESIGN_NICKNAME = DT
export VERILOG_FILES = /design/flow/design.v
export SDC_FILE = /design/flow/constraint.sdc
export NUM_CORES = 4
export LEC_CHECK = 1
export CORE_UTILIZATION = 40
$ cat flow/constraint.sdc
current_design DT

set clk_period 11.3
set clk_io_pct 0.2

create_clock -name clk0 -period $clk_period [get_ports {clk}]

set non_clock_inputs [all_inputs -no_clocks]
set_input_delay [expr $clk_period * $clk_io_pct] -clock clk0 $non_clock_inputs
set_output_delay [expr $clk_period * $clk_io_pct] -clock clk0 [all_outputs]
==> Changelog: implementation <==
### Metrics

* Yosys warning tally at 1
* Core ar. at 0.0126 sq mm
* Io pins at 62
* Hold wc startpoint: cur_st[0]$_DFF_PN1_
* Via count at 4,461
* Depth of the CTS H-tree at 3
* GRT overflow at 0
* WS Path Type: in -> reg
* Maximum clock rate at 153 MHz
* FP Util at 0.411
* Detailed Route WL at 12,700 um
* First drt pass iteration count at 4
* Final Hold Viols at 0
* Reg2Reg Setup Slack at 6.47 ns
* Synth Flop Type: dfrtp_1
* Clock net sink count at 61
* Area growth from synthesis to layout at 21.2%
* CP max FO at 23
* Pins Over Slew Limit at 0
* Hold/Removal Path Class: reg -> reg
* Num CTS Buffers at 9
* Average size of a mapped cell at 9.11 sq um
* VDD IR max at 180 uV
* Setup TNS at 0 ns
* Clock buffer depth at 2
* Port bufs at 61
* Synth Seq Share at 0.295
* Pwr dens at 326 mW/mm^2
* # rows at 41
* Final setup vio count at 0
* CTS tree: built
* Initial antenna violation count at 0
* Worst Setup Start Kind: input port
* YS chip area at 0.00519 sq mm
* Die Y at 116 um
* Critical path capture point type: register
* Die Span X at 116 um
* Post-synth EDFFs at 0
* Layout cells sized above 1 at 0.0722
* Vias in the first global route at 4,246
* Hold slack at 0.420 ns
* Chip area at 0.0134 sq mm
* Gr usage total at 0.206
* Pin count of the biggest net entering global routing at 36
* Synth unique cells at 73
* Min Tclk post-route at 6.52 ns
* Worst-Margin Slew at 0.835 ns
* Post-CTS sizing at 0
* Postcts setup bufs at 0
* Worst Hold End: cur_st[4]$_DFF_PN0_
* Clk slew on worst S/H paths at 0.05 ns
* Gp weighted congestion at 0.864
* ANT cells at 0
* Leakage power at 0.00272 uW
* Post-Synthesis Cell Area at 0.00519 sq mm
* Drt initial violations at 203
* Post-CTS Hold Buffers at 0
* Gate Count Post-Synth at 570
* Drt drc at 0
* WP data arrival at 6.78 ns
* FF-to-FF Start: counter_sti_index[2]$_DFFE_PN0P_
* Ys async rst share at 1.00
* Clk latency late pin at 0.34 ns
* Tool warnings at 36
* Post-route ant nets at 0
* CP required at 11.56 ns
* Worst slew margin at 0.431
* #FFs+latches synth at 61
* Reg2reg end: counter_res[13]$_DFFE_PN0P_
* Global-route wire length before repair at 21,300 um
* Clk Tree Root Cell: clkbuf_16
* Part of the cycle the worst path needs at 0.577
* Yosys cell count at 570
* Worst hold path depth at 0
* WL/cell at 15.7 um
* Number of max-cap violations at 0
* RSZ-0062 raised after global routing: no
* Clock Skew at 0.00603 ns
* Vias per std cell at 5.51
* Outcome: completed
* Final HPWL DP at 9510 um
* FF-to-FF path depth at 15
[metrics by stage]
stage,cell area (sq um),std cells,utilization,power [uW],setup slack [ns]
after CTS,6290,809,0.499,2070,4.80
after floorplan,5190,570,-,1400,5.10
after global placement,5980,793,0.474,1750,4.63
after global routing,6290,809,0.499,2260,4.41
after detailed placement,5980,793,0.474,1770,4.47
final,6290,809,0.499,2050,4.78
[critical path: stages]
cell	delay, ns
clkdlybuf4s50_1	0.52
nor4_1	0.46
and3_1	0.35
or3b_2	0.21
nand3_1	0.16
nor3_2	0.34
nand2_1	0.09
buf_4	0.24
ha_1	0.29
a21oi_1	0.18
o211ai_1	0.15
o41ai_1	0.51
o21ai_0	0.14
and2_1	0.19
o41a_1	0.32
mux2i_1	0.18
xor2_1	0.16
[how the worst max path moves through the flow]
stage / startpoint / to / slack (ns)
6_report: res_di[4] / counter_res[13]$_DFFE_PN0P_ / 4.78
4_1_cts: res_di[4] / counter_res[13]$_DFFE_PN0P_ / 4.80
5_1_grt: res_di[4] / counter_res[13]$_DFFE_PN0P_ / 4.41
[area by class of cell]
class / instances / area [sq um]
Sequential cell: 61 / 1530
Timing Repair Buffer: 66 / 643
Clock buffer: 13 / 270
Inverter: 35 / 131
Fill cell: 1178 / 6330
Multi-Input combinational cell: 459 / 3460
Tap cell: 172 / 215
Clock inverter: 3 / 42.5
[per-layer routing]
layer | vias up | share of wire | GRT usage | wire length (um)
met1 | 2123 | 0.49 | 0.315 | 6160
met5 | - | 0 | 0 | 0
met3 | 12 | 0.042 | 0.0277 | 528
met2 | 91 | 0.46 | 0.331 | 5840
li1 | 2235 | - | - | -
met4 | 0 | 0.013 | 0.0231 | 160
[synthesized netlist by cell type (all sizes together), types with 13 or more instances]
cell | count | share of area
dfrtp | 58 | 0.28
ha | 51 | 0.12
nand2 | 39 | 0.028
nor2 | 36 | 0.030
inv | 35 | 0.025
o21ai | 35 | 0.034
a21oi | 32 | 0.031
xnor2 | 21 | 0.035
nand3 | 20 | 0.019
mux2i | 19 | 0.039
xor2 | 17 | 0.029
nor3 | 15 | 0.015
mux2 | 13 | 0.028
nor2b | 13 | 0.016
[cells by family (layout without fill, tap and decap cells)]
| kind of cell | after synthesis | after routing | share of synthesized area |
|---|---|---|---|
| AND-OR/OR-AND | 150 | 150 | 0.196 |
| XOR/XNOR | 38 | 38 | 0.0641 |
| adder cells (fa/ha/maj) | 55 | 55 | 0.138 |
| buffers and inverters | 50 | 117 | 0.0386 |
| flip-flops | 61 | 61 | 0.295 |
| multiplexers | 36 | 36 | 0.0846 |
| other | 1 | 1 | 0.000723 |
| AND/OR/NAND/NOR | 179 | 179 | 0.183 |
[cell usage in the layout, fill, tap and decap left out, types with 6 or more instances in the layout]
cell type and n:
clkdlybuf4s50_1 60, dfrtp_1 58, nand2_1 39, o221ai_1 6, xnor2_1 21, inv_1 35
nor3_1 14, a21o_1 8, ha_1 51, mux2i_1 18, nand3_1 20, nand4_1 7
mux2_2 6, a21oi_1 32, clkbuf_16 9, o31ai_1 11, nor3b_1 6, o21ai_0 35
nor2b_1 13, nand2b_1 12, mux2_1 7, xor2_1 17, nor2_1 34
[flip-flops by register name, summed over array words and instances (netlist names)]
name,count
counter_res,14
counter_sti_index,4
done,1
sti_addr,10
counter_load,2
res_do,8
cur_st,8
res_addr,14
[where the power goes]
part / total, uW / internal, uW / switching (uW)
Combinational: 1330 / 633 / 697
Clock: 285 / 188 / 96.9
Sequential: 439 / 313 / 126
Total: 2050 / 1130 / 920
No activity file was given, so power comes from the tool's default toggle rates.
